<file path="./design.v">
module writeback
(
    input wire [31:0] alu_out,
    input wire [31:0] pc,
    input wire [31:0] m_data_out,
    input wire [1:0] wb_sel,
    output reg [31:0] wb_data_out
);
wire [31:0] pc_4;
assign pc_4 = pc + 4;
always @(*) begin
    case(wb_sel)
        2'd0 : wb_data_out = m_data_out;
        2'd1 : wb_data_out = alu_out;
        default : wb_data_out = pc_4;
    endcase
end
endmodule
</file>
<file path="./run.sh">
#!/bin/bash
# OpenROAD 26Q1-2900-gdf79404cd8, Yosys 0.63+post, stock flow scripts
make -C /OpenROAD-flow-scripts/flow DESIGN_CONFIG=/design/flow/config.mk WORK_HOME=/design/flow/orfs finish
</file>
<file path="./config.mk">
export PLATFORM = sky130hd
export DESIGN_NAME = writeback
export DESIGN_NICKNAME = writeback
export VERILOG_FILES = /design/flow/design.v
export SDC_FILE = /design/flow/constraint.sdc
export NUM_CORES = 4
export LEC_CHECK = 1
export CORE_AREA = 10 10 90 90
export DIE_AREA = 0 0 100 100
</file>
<file path="./constraint.sdc">
current_design writeback

set clk_period 9.7
set clk_io_pct 0.2

create_clock -name clk0 -period $clk_period

set non_clock_inputs [all_inputs -no_clocks]
set_input_delay [expr $clk_period * $clk_io_pct] -clock clk0 $non_clock_inputs
set_output_delay [expr $clk_period * $clk_io_pct] -clock clk0 [all_outputs]
</file>
==> qor.yml <==
drt_iter0_markers: 30
max_freq_mhz: 158.9
drt_pre_antenna_iters: 4
leakage_nw: 0.9023
drc: 0
maxSlewViolCount: 0
startpoint_type: "input port"
wl_um: 6066
crit_path_end_kind: "primary output"
regArea_um2: 0
grt_util_met3_pct: 2.082
die_area_um2: 10000
synth_top_cell_by_area: "a211oi_1"
power.total_mw: 0.09930
rsz0062_at_grt: "false"
overflow: 0
ant_nets: 0
post_cts_resized: 0
final_layout_size_suffix_gt1_share_pct: 2.258
critical_path.slowest_cell: "clkdlybuf4s50_1"
crit_top_cell: "clkdlybuf4s50_1"
wl_per_cell_um: 15.67
yosysSeqAreaShare_pct: 0
hold_start: "pc[1]"
grt_pass1_vias: 1744
netlist_area_um2: 1202
syn_area_per_cell_um2: 6.328
relSlewSlack_pct: 60.70
path_cells: "clkdlybuf4s50_1, ha_1, nand4_2, nor4_4, nand4_1, xor2_1, a21oi_1, clkdlybuf4s50_1"
power_density_nw_per_um2: 38.79
synthCells: 190
fin_crit_ns: 6.293
arrival_ns: 4.35
min_path_cells: 4
critPathTopFamily: "buffers and inverters"
num-clock-buffers: 0
top_area_share_pct: 13.11
warning_count: 32
min_path_type: "input port to primary output"
worstSetupPathType: "input port to primary output"
grt_pass1_wl_um: 9425
area_delta_synth_final_pct: 112.9
yosys-top-cells-area: "a211oi_1 13%, xor2_1 13%, nor2b_1 11%"
cts_setup_buffers: 0
status: "complete, no violations"
finalCritPeriodShare_pct: 64.88
die_h_um: 100
use_met2_pct: 21.15
ys_area_um2: 1202
grt_max_degree: 65
diodes: 0
critPathRequiredTime_ns: 7.76
vias_per_cell: 4.594
worst_hold_path.endpoint: "wb_data_out[1]"
floorplanUtilization_pct: 19.15
crit_path_max_incr_delay_ns: 0.52
ctsHoldBuffers: 0
hpwl_um: 5084
track_usage_pct: 11.33
grt-busiest-layer: "met2"
gp_congestion: 0.7676
ys_cells: 190
die_w_um: 100
crit_buf_inv: 2
core-area_um2: 6277
path_max_fanout: 7
antenna_found_initial: 0
synth_warnings: 1
synth_cell_types: 23
grtUsageMet1_pct: 13.91
synth.cells.most_frequent: "21 x a211oi_1, 21 x a21oi_1, 21 x nor2b_1"
drv_cap: 0
vias: 1778
rows: 29
flops: 0
finalHoldViolations: 0
peakVddDrop_mv: 0.01835
port_buffers: 130
worst_slew_pin_slew_ns: 0.5895
boundaryPins: 130
setup_tns_ns: 0
finalSetupViolCount: 0
routing by layer:
layer	wire, um	share of wire (%)
met1	2488	41
met2	3250	54
met3	327	5.4
met4	0	0
met5	0	0
area by class of cell:
class	instances	area, um2
timing repair buffer	133	1314
tap	77	96.34
fill	647	3717
multi-input combinational	176	1146
inverter	1	3.754
how the worst max path moves through the flow:
| stage | startpoint | endpoint | slack (ns) | cells past startpoint |
|---|---|---|---|---|
| after CTS | pc[2] | wb_data_out[24] | 3.33 | 8 |
| after global routing | pc[2] | wb_data_out[24] | 3.17 | 8 |
| final | pc[2] | wb_data_out[24] | 3.41 | 8 |
power by group:
group | internal [mW] | switching (mW)
Combinational | 0.0681 | 0.0312
Sequential | 0 | 0
Clock | 0 | 0
Total | 0.0681 | 0.0312
cells in the final DEF (no fill, tap or decap), types with 3 or more instances in the layout:
master           netlist  final
o21ai_0               10     10
and3_1                 4      4
nor2_1                 8      8
clkdlybuf4s50_1        0    128
nand4_1               12     12
xnor2_1               10     10
nor3_1                 4      4
a211oi_1              21     21
nand2_1               19     19
nor2b_1               21     21
a21oi_1               21     21
xor2_1                18     18
buf_4                  0      3
mux2i_1               11     11
nand3_1               10     10
logic make-up after synthesis:
group,Yosys count,synth area share [%]
buf+inv,14,4.682
simple gates,83,38.09
mux,11,9.157
xor+xnor,28,20.39
compound gates,53,26.64
fa+ha+maj,1,1.040
through the flow:
step	hold WS [ns]	setup WS [ns]	util, %	instance area (um2)	instances
floorplan	3.907	4.656	-	1202	190
global placement	4.812	3.375	40.78	2560	387
detailed placement	4.823	3.335	40.78	2560	387
CTS	4.825	3.332	40.78	2560	387
global route	4.868	3.173	40.78	2560	387
finish	4.814	3.407	40.78	2560	387
Power and IR drop assume default switching activity.
