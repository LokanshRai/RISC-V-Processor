File: flow/design.v
module decode
(
    input wire [31:0] instr,
    output wire [6:0] opcode,
    output wire [4:0] rd,
    output wire [4:0] rs1,
    output wire [4:0] rs2,
    output wire [2:0] funct3,
    output wire [6:0] funct7,
    output reg [31:0] imm
);
assign opcode = instr[6:0];
assign rd = instr[11:7];
assign funct3 = instr[14:12];
assign rs1 = (opcode[4:2] == 3'b101 ) ? {5{1'b0}} : instr[19:15];  
assign rs2 = instr[24:20];
assign funct7 = instr[31:25];
always @(*) begin
    casez(opcode[6:2])
        5'b??101 : imm = {funct7, rs2, instr[19:15], funct3, {12{1'b0}}};  
        5'b1?011 : imm = {{11{funct7[6]}}, funct7[6], rs1, funct3, rs2[0], funct7[5:0], rs2[4:1], 1'b0};
        5'b00?00, 5'b11001 : imm = {{20{funct7[6]}}, funct7, rs2}; 
        5'b11000 : imm = {{19{funct7[6]}}, funct7[6], rd[0], funct7[5:0], rd[4:1], 1'b0};
        5'b010?? : imm = {{20{funct7[6]}}, funct7, rd};
        default : imm = 0;
    endcase
end
endmodule
File: flow/run.sh
#!/bin/bash
# OpenROAD 26Q1-2900-gdf79404cd8, Yosys 0.63+post, stock flow scripts
make -C /OpenROAD-flow-scripts/flow DESIGN_CONFIG=/design/flow/config.mk WORK_HOME=/design/flow/orfs finish
File: flow/config.mk
export PLATFORM = sky130hd
export DESIGN_NAME = decode
export DESIGN_NICKNAME = decode
export VERILOG_FILES = /design/flow/design.v
export SDC_FILE = /design/flow/constraint.sdc
export NUM_CORES = 4
export LEC_CHECK = 1
export CORE_AREA = 10 10 70 70
export DIE_AREA = 0 0 80 80
File: flow/constraint.sdc
current_design decode

set clk_period 4.1
set clk_io_pct 0.2

create_clock -name clk0 -period $clk_period

set non_clock_inputs [all_inputs -no_clocks]
set_input_delay [expr $clk_period * $clk_io_pct] -clock clk0 $non_clock_inputs
set_output_delay [expr $clk_period * $clk_io_pct] -clock clk0 [all_outputs]
==> flow_summary.json <==
{
  "status": "completed",
  "drive_above_1_share": 0.0688,
  "vias": 897,
  "grtUsageMet2": 0.169,
  "netlist_area_um2": 733,
  "finish.utilization": 0.437,
  "chipArea_um2": 6400,
  "synth.avg_cell_area_um2": 7.64,
  "die_height_um": 80,
  "min_period_ns": 3.88,
  "ys_types": 33,
  "finalCritPeriodShare": 0.945,
  "area_delta_synth_final_pct": 104,
  "grt_usage": 0.0951,
  "clock_buffers": 0,
  "cts_resized": 0,
  "mi_logic_area_um2": 470,
  "regArea_um2": 0,
  "antennaDiodeCount": 0,
  "holdCritPathClass": "in2out",
  "finalMaxSlewViolations": 0,
  "grt_max_degree": 18,
  "maxCapViolCount": 0,
  "p_per_area_nw_per_um2": 105,
  "cts_setup_buffers": 0,
  "worstPathRequired_ns": 3.28,
  "yosys.stat.seqShare": 0,
  "rsz0062_at_grt": "no",
  "setup_viol": 0,
  "wl_mm": 3.27,
  "ys.warnings.count": 1,
  "wire_per_inst_um": 15.9,
  "worstPathMaxFanout": 14,
  "grt_antenna_before_repair": 0,
  "drt_iter0_drc": 22,
  "leakagePower_uw": 0.000670,
  "worst_pin_slew_ns": 0.594,
  "holdWs_ns": 1.64,
  "die_w_um": 80,
  "crit_type": "in2out",
  "peakVddDrop_uv": 42.9,
  "synthCells": 96,
  "grt_pass1_vias": 949,
  "cp-start-kind": "primary input",
  "core_area_um2": 3420,
  "overflow": 0,
  "crit_arrival_ns": 3.06,
  "gp_congestion": 0.730,
  "use_met1": 0.109,
  "fp_util": 0.215,
  "startpoint": "instr[3]",
  "seq_cell_count": 0,
  "num-fill-cells": 351,
  "max-slew-margin-rel": 0.603,
  "dp_hpwl_mm": 2.83,
  "hold_viol_final": 0,
  "fin_setup_tns_ns": 0,
  "warnings": 32,
  "power_uw": 157,
  "postCtsHoldBufs": 0,
  "globalRoute.busiestLayer": "met2",
  "met3_usage": 0.0398,
  "io_pins": 96,
  "critPathCapture": "imm[26]",
  "yosys-stat-cells": 96,
  "port_buffers": 92,
  "drcViolationCount": 0,
  "drtPass1Iterations": 2,
  "grt_first_pass_wirelength_mm": 5.08,
  "endpoint_kind": "primary output",
  "ys_chip_area_um2": 733,
  "ant_nets": 0,
  "via_per_inst": 4.35,
  "rows": 21,
  "fmax_mhz": 258
}
-- layer usage --
layer / part of all wire / wire, um / vias to the layer above
li1: - / - / 456
met1: 0.37 / 1220 / 404
met2: 0.51 / 1660 / 37
met3: 0.12 / 393 / 0
met4: 0 / 0 / 0
met5: 0 / 0 / -
-- cell usage after synthesis (3+ instances only) --
master   count  share of area
a21o_1      18           0.18
inv_1        4          0.020
a22o_1       4          0.048
and2b_1      3          0.031
nor2b_1     10          0.085
buf_6        3          0.046
buf_4       28           0.29
-- power breakdown --
part / internal, uW / leakage, uW / total [uW] / switching [uW]
clock: 0 / 0 / 0 / 0
combinational: 113 / 0.000670 / 157 / 43.6
sequential: 0 / 0 / 0 / 0
-- worst min path at each step --
stage     startpoint   endpoint  depth (start not counted)
6_report    instr[1]  opcode[1]                          0
5_1_grt     instr[1]  opcode[1]                          0
4_1_cts     instr[1]  opcode[1]                          0
-- cells by family (layout without fill, tap and decap cells) --
group,after synthesis,after routing,share of synthesized area
buf+inv,36,100,0.358
compound gates,33,33,0.355
simple gates,27,27,0.287
-- layout by cell type, fill, tap and decap left out --
master           netlist  routed
a311oi_1               1       1
and2b_1                3       3
a21oi_1                1       1
a21o_1                18      18
nor3b_1                1       1
buf_4                 28       4
o21ai_0                1       1
o31a_2                 1       1
a22o_1                 4       4
o221ai_1               1       1
a21o_2                 1       1
a21boi_1               1       1
clkdlybuf4s50_1        0      92
nand3_1                1       1
inv_1                  4       4
nor4_2                 1       1
and4b_1                1       1
a22oi_1                1       1
o32ai_1                1       1
a31o_2                 1       1
nor3b_2                1       1
nand3b_1               1       1
and3b_1                1       1
or2_2                  1       1
nand4b_1               1       1
and2_1                 1       1
nor4_4                 1       1
nor2b_1               10      10
o41a_1                 1       1
nand4_1                1       1
nor3_1                 1       1
or2b_1                 1       1
-- worst max-delay path, cell delays in order --
cell and delay (ns):
clkdlybuf4s50_1 0.65, nor3b_1 0.47, o41a_1 0.49, a21o_2 0.15, clkdlybuf4s50_1 0.47
-- stage by stage --
step	area, um2	cells	setup slack [ns]
5_1_grt	1490	206	0.0627
6_report	1490	206	0.225
3_5_place_dp	1490	206	0.200
3_3_place_gp	1490	206	0.258
2_1_floorplan	733	96	1.53
4_1_cts	1490	206	0.192
-- cell type report --
type | count | share of cell area
repair buffers | 96 | 0.637
well taps | 46 | 0.0385
multi-input cells | 60 | 0.315
inverters | 4 | 0.0101
No activity file was given, so power comes from the tool's default toggle rates.
