`./design.v`:
```
module alu
(
    input wire signed [31:0] A,
    input wire signed [31:0] B,
    input wire [3:0] ALUSel, 
    output reg [31:0] ans
);
always @(*) begin
    case(ALUSel)
        4'd1 : begin
            ans = A - B;
        end
        4'd2 : begin
            ans = A << B[4:0];
        end
        4'd3 : begin
            ans = {{31{1'b0}}, A < B};
        end
        4'd4 : begin
            ans = {{31{1'b0}}, $unsigned(A) < $unsigned(B)};
        end
        4'd5 : begin
            ans = A ^ B;
        end
        4'd6 : begin
            ans = A >>> B[4:0];
        end
        4'd7 : begin
            ans = A >> B[4:0];
        end
        4'd8 : begin
            ans = A | B;
        end
        4'd9 : begin
            ans = A & B;
        end
        default : begin
            ans = A + B;
        end
    endcase
end
endmodule
module branch_comparator
(
    input wire [31:0] dataA,
    input wire [31:0] dataB,
    input wire BrUn,
    output reg BrLT,
    output reg BrEq
);
always @(*)begin
    if (BrUn) begin  
        BrEq = $unsigned(dataA) == $unsigned(dataB);
        BrLT = $unsigned(dataA) < $unsigned(dataB);
    end else begin  
        BrEq = $signed(dataA) == $signed(dataB);
        BrLT = $signed(dataA) < $signed(dataB);
    end
end
endmodule
module execute
(
    input wire [31:0] pc,
    input wire BrUn,
    input wire ASel,
    input wire BSel,
    input wire [3:0] ALUSel,
    input wire [31:0] imm,
    input wire [31:0] data_rs1,
    input wire [31:0] data_rs2,
    output wire BrEq,
    output wire BrLT,
    output wire [31:0] ALURes,
    input wire [1:0] ASelBypass,
    input wire [1:0] BSelBypass,
    input wire [31:0] m_ALURes,
    input wire [31:0] w_data_out,
    output wire [31:0] B_bypass_data 
);
wire [31:0] A;
wire [31:0] B;
wire [31:0] A_bypass_data;
assign A_bypass_data = (ASelBypass == 1) ? m_ALURes : (ASelBypass == 2) ? w_data_out : data_rs1;
assign B_bypass_data = (BSelBypass == 1) ? m_ALURes : (BSelBypass == 2) ? w_data_out : data_rs2;
assign A = ASel ? pc : A_bypass_data;
assign B = BSel ? imm : B_bypass_data;
branch_comparator branch_comparator1(
    .dataA(A_bypass_data),
    .dataB(B_bypass_data),
    .BrUn(BrUn),
    .BrLT(BrLT),
    .BrEq(BrEq)
);
alu alu1(
    .A(A),
    .B(B),
    .ALUSel(ALUSel), 
    .ans(ALURes)
);
endmodule
```
`./run.sh`:
```
#!/bin/bash
# OpenROAD 26Q1-2900-gdf79404cd8, Yosys 0.63+post, stock flow scripts
make -C /OpenROAD-flow-scripts/flow DESIGN_CONFIG=/design/flow/config.mk WORK_HOME=/design/flow/orfs finish
```
`./config.mk`:
```
export PLATFORM = sky130hd
export DESIGN_NAME = execute
export DESIGN_NICKNAME = execute
export VERILOG_FILES = /design/flow/design.v
export SDC_FILE = /design/flow/constraint.sdc
export NUM_CORES = 4
export LEC_CHECK = 1
export CORE_UTILIZATION = 40
```
`./constraint.sdc`:
```
current_design execute

set clk_period 21.3
set clk_io_pct 0.2

create_clock -name clk0 -period $clk_period

set non_clock_inputs [all_inputs -no_clocks]
set_input_delay [expr $clk_period * $clk_io_pct] -clock clk0 $non_clock_inputs
set_output_delay [expr $clk_period * $clk_io_pct] -clock clk0 [all_outputs]
```
==> results.txt <==
run results: RSZ-0062 raised after global routing false, Arr. time, crit path 10.59 ns, antenna viol nets, final 0, flip-flops 0, GR Layer Usage met2 0.626, FF/Latch Area 0 um2, crit path DRT 17.04 ns, pwr dens 42.4 nW/um2, kind of end point of the critical path output pin, worst hold stages 4, WL final 63,000 um, per-cell routed wire length between 20 and 30 um, Port Buf Inserts 269, DRC violations left 0, dominant logic cell type in the layout clkdlybuf4s50_1, Die Ht roughly 170 um, Hold Path Class in -> out, first-pass GRT wire length 92,500 um, IR drop worst, VDD 0.0000233 V, Slew Limit Fails 0, Ys Warns 2, Setup crit start kind input pin, P&R area growth vs syn 24.4%, Hold Violations, Final 0, initial antenna violation count 4, distinct lib cells between 70 and 80, clkbuf count 0, Antenna diodes 0, post-synthesis instance total 1,768, WHS Endpoint BrLT, GRT met1 Usage 0.560, post-cts resize count 0, DIE AREA 30,600 um2, 1st-pass router iterations 10, hold path start BrUn, cts hold-fix bufs 0, final setup fails 0, Fill cells roughly 2.9k, share of the synthesized area in the top cell type 0.191, Tmin final 14.85 ns, mapped cell area roughly 12,000 um2, post-synth area from yosys stat 12,000 um2, DR vias/cell 6.46, CP max FO 52, status finished, final reports clean, 1st-iter DRT viols around 1.8k, # rows slightly above 60, I/O pin total 269, Inst Count DP approximately 2.3k, Top Usage Layer GRT met2, total track usage 0.408, post-layout period usage 0.697, Area after DPL 14,900 um2, Hold WS 9.54 ns, Worst-Margin Slew a little over 1 ns, share of layout cells above drive strength 1 0.0799, Fmax 67.3 MHz, cell area after layout 14,900 um2, GPL Wtd Cong 1.10, aggregate global routing overflow 0, cell type with the largest total area mux2i_1, Post-synth seq share 0, Slew HR 0.316, post-route setup TNS 0 ns, crit path kind in -> out, Syn Area/Cell approximately 6.8 um2, ranking of synthesized cells by area mux2i_1 (19%), ha_1 (13%), mux2_2 (6.8%), vias in the first global route 14.1k, Die Width approximately 170 um, Leak 0.00660 uW, Layout Utilization 0.511, largest net degree at the start of global routing approximately 66, cells in synth_stat.txt around 1.8k, Setup Fix Bufs, Post-CTS 0, vias after detailed routing 15.1k, GR Util met3 0.0961, Final HPWL DP 51,000 um, max-cap violation count 0, core footprint 29,100 um2, dominant logic cell types in the final layout clkdlybuf4s50_1 (264), mux2i_1 (228), nand2_1 (188), stage-log warning count 97, Pre-Place Util 0.411, non-filler cells, final 2,336
-- critical path, stage by stage --
cell	delay, ns
buf_2	0.30
buf_4	0.68
mux2_2	0.41
o21ai_0	0.51
o21ai_0	0.31
ha_1	0.49
nor3_1	0.33
o211ai_1	0.15
o211ai_1	0.61
nand4_1	0.19
and4b_1	0.29
o31ai_1	0.36
a221oi_1	0.18
o211a_1	0.26
o2111ai_1	0.60
clkdlybuf4s50_1	0.59
-- metal layers --
metal	vias to the layer above	wire length (um)
met1	7075	25800
met3	148	7330
li1	6907	-
met2	951	27200
met4	4	2660
met5	-	25
-- stage by stage --
stage	total power [uW]	worst slack, ns
floorplan	360	8.87
global placement	609	6.93
detailed placement	607	6.76
CTS	610	6.74
global route	668	6.32
finish	631	6.45
-- worst max path at each step --
stage | from | slack (ns) | endpoint | cells past startpoint
finish | BSelBypass[0] | 6.45 | ALURes[25] | 16
global route | BSelBypass[0] | 6.32 | ALURes[25] | 16
CTS | BSelBypass[0] | 6.74 | ALURes[25] | 16
-- synthesized netlist by cell type, types with 5 or more instances --
master	instances
ha_1	129
o21ai_1	5
o21bai_1	12
nand2b_1	16
o211ai_1	33
o2bb2ai_1	5
o221ai_1	31
nand2_1	188
a221oi_1	20
a221o_1	13
and2_1	8
and3_1	7
o21a_1	15
clkbuf_1	82
a22oi_1	13
nor2b_1	12
nor2_1	148
a311oi_1	6
or3_1	7
nand4_1	10
a21o_1	28
o22ai_1	15
a31o_2	5
o221a_2	9
nand3_1	30
buf_1	14
o31ai_1	9
nor3_1	29
a21oi_1	147
o311ai_0	7
a211oi_1	23
mux2_2	72
buf_2	21
buf_4	8
o2111ai_1	7
xnor2_1	7
a211o_1	5
o21ai_0	137
mux2i_1	228
inv_1	120
a31oi_1	14
-- where the power goes --
group,internal (uW),switching (uW)
combinational,254,377
sequential,0,0
clock,0,0
-- cells by family (layout without fill, tap and decap cells) --
family / count (synthesis) / count (layout) / share of synthesized area
xor+xnor: 11 / 11 / 0.00806
compound gates: 590 / 590 / 0.326
simple gates: 480 / 480 / 0.178
buf+inv: 256 / 440 / 0.0909
mux: 300 / 300 / 0.259
fa+ha+maj: 131 / 131 / 0.138
-- final cells by class --
| type | instances | area [um2] | area share |
|---|---|---|---|
| Multi-Input combinational cell | 1512 | 10900 | 0.733 |
| Timing Repair Buffer | 317 | 3030 | 0.204 |
| Tap cell | 384 | 480 | 0.0323 |
| Inverter | 123 | 467 | 0.0314 |
No activity file was given, so power comes from the tool's default toggle rates.
